===== /design/flow/config.mk =====
export PLATFORM = sky130hd
export DESIGN_NAME = MEM
export DESIGN_NICKNAME = MEM
export VERILOG_FILES = /design/flow/design.v
export SDC_FILE = /design/flow/constraint.sdc
export NUM_CORES = 4
export LEC_CHECK = 1
export CORE_AREA = 10 10 293 293
export DIE_AREA = 0 0 303 303

===== /design/flow/constraint.sdc =====
current_design MEM

set clk_period 5.7
set clk_io_pct 0.2

create_clock -name clk0 -period $clk_period

set non_clock_inputs [all_inputs -no_clocks]
set_input_delay [expr $clk_period * $clk_io_pct] -clock clk0 $non_clock_inputs
set_output_delay [expr $clk_period * $clk_io_pct] -clock clk0 [all_outputs]

===== /design/flow/design.v =====
`timescale 1ns/1ps
module MEM(
    input rst,
    input [31:0] mem_pc_i,
    input mem_reg_wen_i,
    input [4:0] mem_reg_waddr_i,
    input [31:0] mem_reg_wdata_i,
    input is_delay_slot_i,
    input [3:0] mem_func_i,
    input mem_imm_flag_i,
    input [31:0] mem_wdata_i,
    input cp0_wen_i,
    input [7:0] cp0_waddr_i,
    input [31:0] cp0_wbdata_i,
    input [31:0] cp0_wdata_i,
    input [31:0] exception_type_i,
    output reg ram_en,
    output reg [3:0] ram_sel,
    output reg [31:0] ram_addr,
    output reg [31:0] ram_wdata,
    output [31:0] mem_pc_o,
    output mem_reg_wen_o,
    output [4:0] mem_reg_waddr_o,
    output [31:0] mem_reg_wdata_o,
    output [3:0] mem_func_o,
    output mem_imm_flag_o,
    output  [31:0] mem_addr_o,
    output cp0_wen_o,
    output [7:0] cp0_waddr_o,
    output [31:0] cp0_wbdata_o,
    input [31:0] cp0_count,
    input [31:0] cp0_cause,
    input [31:0] cp0_compare,
    input [31:0] cp0_config,
    input [31:0] cp0_epc,
    input [31:0] cp0_status,
    output reg [31:0] exception_type_o,
    output exception_flag,
    output reg [31:0] exc_pc,
    output is_delay_slot_o,
    output [31:0] mem_cp0_wdata,
    output reg [31:0] mem_badaddr
);
    assign mem_pc_o = rst ? mem_pc_i : 0;
    assign mem_reg_wen_o = rst ? mem_reg_wen_i & ~exception_flag : 0;
    assign mem_reg_waddr_o = rst ? mem_reg_waddr_i : 0;
    assign mem_reg_wdata_o = rst ? mem_reg_wdata_i : 0;
    assign mem_func_o = rst ? mem_func_i : 0; 
    assign mem_imm_flag_o = rst ? mem_imm_flag_i : 0;
    assign mem_addr_o = rst ? mem_reg_wdata_i : 0;
    assign is_delay_slot_o = rst ? is_delay_slot_i : 0;
    assign cp0_wen_o = rst ? cp0_wen_i : 0;
    assign cp0_waddr_o = rst ? cp0_waddr_i : 0;
    assign cp0_wbdata_o = rst ? cp0_wbdata_i : 0;
    assign mem_cp0_wdata = cp0_wen_i ? cp0_wdata_i: 0;
    always_comb begin
        if(!rst) begin
            ram_en <= 0;
        end
        else begin
            case (mem_func_i)
                4'b0101,4'b0110,4'b0111,4'b1001,4'b1010,4'b1011:begin
                    ram_en <= ~exception_flag;
                end
                default:begin
                    ram_en <= 0;
                end
            endcase
        end
    end
    always_comb begin
        if(!rst) begin
            ram_sel <= 0;
        end
        else begin
            case ({mem_func_i,mem_reg_wdata_i[1:0]})
                6'b100100:begin
                    ram_sel <= 4'b0001;
                end
                6'b100101:begin
                    ram_sel <= 4'b0010;
                end
                6'b100110:begin
                    ram_sel <= 4'b0100;
                end
                6'b100111:begin
                    ram_sel <= 4'b1000;
                end
                6'b101000:begin
                    ram_sel <= 4'b0011;
                end
                6'b101010:begin
                    ram_sel <= 4'b1100;
                end
                6'b101100:begin
                    ram_sel <= 4'b1111;
                end
                default begin
                    ram_sel <= 0;
                end
            endcase
        end
    end
    always_comb begin
        if(!rst) begin
            mem_badaddr <= 0;
        end
        else if(exception_type_i[13]) begin
            mem_badaddr <= mem_pc_i;
        end
        else begin
                case (mem_func_i) 
                    4'b1010,4'b0110:mem_badaddr <= mem_reg_wdata_i[0] ? mem_reg_wdata_i : 0;
                    4'b1011,4'b0111:mem_badaddr <= mem_reg_wdata_i[1:0] != 2'b0 ? mem_reg_wdata_i : 0;
                    default:begin
                        mem_badaddr <= 0;
                    end
                endcase
        end
    end
    always_comb begin
        if(!rst) begin
            ram_addr <= 0;
        end
        else begin
                case (mem_func_i)
                    4'b0101,4'b0110,4'b0111,4'b1001,4'b1010,4'b1011:begin
                        ram_addr <= {mem_reg_wdata_i[31:2],2'b0};
                    end
                    default:begin
                        ram_addr <= 0;
                    end
                endcase
        end
    end
    always_comb begin
        if(!rst) begin
            ram_wdata <= 0;
        end
        else begin
            case({mem_func_i,mem_reg_wdata_i[1:0]})
                6'b100100:ram_wdata <= mem_wdata_i[7:0];
                6'b100101:ram_wdata <= mem_wdata_i[7:0] << 8;
                6'b100110:ram_wdata <= mem_wdata_i[7:0] << 16;
                6'b100111:ram_wdata <= mem_wdata_i[7:0] << 24;
                6'b101000:ram_wdata <= mem_wdata_i[15:0];
                6'b101010:ram_wdata <= mem_wdata_i[15:0] << 16;
                6'b101100:ram_wdata <= mem_wdata_i;
                default:ram_wdata <= 0;
            endcase
        end
    end
    assign exception_flag = rst ? exception_type_o != 0 : 0;
    always_comb begin
        if(!rst) begin
            exception_type_o <= 0;
        end
        else begin
            exception_type_o <= exception_type_i;
            if(cp0_cause[15:8] & (cp0_status[15:8]) && cp0_status[0] && cp0_status[1] == 0) begin
                exception_type_o <= 32'h0000_00FF;
            end
            case(mem_func_i)
                4'b0110:exception_type_o[13] <= mem_reg_wdata_i[0];
                4'b0111:exception_type_o[13] <= mem_reg_wdata_i[1:0] != 2'b00;
                4'b1010:exception_type_o[14] <= mem_reg_wdata_i[0];
                4'b1011:exception_type_o[14] <= mem_reg_wdata_i[1:0] != 2'b00;
            endcase
        end
    end
    always_comb begin
        if(!rst) begin
            exc_pc <= 0;
        end
        else if(exception_type_i[12]) begin
            exc_pc <= cp0_epc;
        end
        else if(exception_type_i != 0 || exception_flag) begin
            exc_pc <= 32'hbfc0_0380;
        end
        else begin
            exc_pc <= 0;
        end
    end
endmodule

===== /design/flow/run.sh =====
#!/bin/bash
# OpenROAD 26Q1-2900-gdf79404cd8, Yosys 0.63+post, stock flow scripts
make -C /OpenROAD-flow-scripts/flow DESIGN_CONFIG=/design/flow/config.mk WORK_HOME=/design/flow/orfs finish

==> impl_metrics.ini <==
; synthesis and place-and-route metrics
[status]
status = finished clean

[pwr]
p_leak_nw = 3.442
fin_total_pwr_w = 0.0006325
power_density_nw_per_um2 = 61.05
vdd.ir_drop.worst_uv = 29.77

[placement]
finalWeightedCongestion = 0.8501
post-place-ws_ps = 558.0
io_buffers = 609
place_hpwl_um = 38420
postPlaceCellArea_um2 = 10350

[clocking]
hold_buffers = 0
post_cts.repair.setup_buffers = 0
cts.repair.resized = 0

[worst_setup_path]
crit_family = buffers and inverters
crit_path_end_kind = output pin
path_buffers = 2
start_kind = input port
crit_path_cell_trace = clkdlybuf4s50_1 > a21o_1 > o22ai_1 > a211o_1 > a31oi_1 > clkdlybuf4s50_1
critical-path-top-cell-by-count = sky130_fd_sc_hd__clkdlybuf4s50_1
delay_of_the_slowest_critical_path_stage_ps = 870
cp.required_ps = 4560
worstPathArrival_ps = 3950
cpMaxStageDelayCell = sky130_fd_sc_hd__clkdlybuf4s50_1
worstSetupPathType = in -> out
worst-path-max-fanout = 15

[floorplanning]
fp_util_pct = 4.208
core_um2 = 79130
fp.dieArea_um2 = 91810
row_count = 103
die_width_um = 303
die-height_um = 303
top_level_ports = 753

[final_timing]
post-route-min-period_ps = 5093
finalSetupViolations = 0
timing.final.ws_setup_ps = 607.2
worst_pin_slew_ps = 852.1
hold_viol = 0
report.final.slew_viol_count = 0
fmax_mhz = 196.4
finalCritPeriodShare_pct = 89.35
timing.slew.headroom_pct = 43.01
final.setup.tns_ps = 0
fin_worst_hold_slack_ps = 3147
rsz0062_at_grt = no

[cells_and_area]
lay_top_cells = sky130_fd_sc_hd__clkdlybuf4s50_1 (607), sky130_fd_sc_hd__and2_1 (206), sky130_fd_sc_hd__nor2_1 (42), sky130_fd_sc_hd__a22o_1 (32), sky130_fd_sc_hd__and3_1 (20)
layout_top_cell_excl_fill_tap = sky130_fd_sc_hd__clkdlybuf4s50_1
ff_latch_area_um2 = 0
synthToLayoutAreaGrowth_pct = 211.2
final_layout_size_suffix_gt1_share_pct = 4.680
final_instance_area_um2 = 10360
clock_buffers = 0
n_sequential_cell = 0

[worst_hold_path]
min_delay_path_depth = 3
min_from = rst
worstHoldPathType = in -> out
holdPathEnd = mem_addr_o[26]

[detailed_routing]
drt-initial-drc-count = 314
viasPerCell = 2.909
ant_nets = 0
detailroute.via_count = 6114
drc = 0
drt-total-wl_um = 42520
firstDrtPassIters = 5
detail_route.wl_per_cell_um = 20.23

[synth]
cell_type_count = 48
netlist.top_cell.by_area = sky130_fd_sc_hd__and2_1
synthesis.area_um2 = 3329
synth.yosys.seq_area_share_pct = 0
top_cell_area_share_pct = 38.71
top_cells_area = sky130_fd_sc_hd__and2_1 (39%), sky130_fd_sc_hd__a22o_1 (8.4%), sky130_fd_sc_hd__buf_4 (8.1%)
yosys_warnings = 1
yosys-stat-area_um2 = 3329
syn_area_per_cell_um2 = 6.580
yosys-stat-cells = 506
netlist_instances = 506

[global_routing]
gr-usage-all-layers_pct = 8.440
globalRoute.totalOverflow = 0
number_of_antenna_violations_at_the_first_check_in_global_routing = 8
pin_count_of_the_biggest_net_entering_global_routing = 75
grt_first_pass_wirelength_um = 53390
via_count_of_the_first_global_routing_pass = 6390

[job]
tool_warnings = 174
timing.max_cap.violations = 0
[how the worst max path moves through the flow]
stage / from / to / slack, ps / depth (start not counted)
after CTS: mem_func_i[0] / exc_pc[22] / 550 / 6
after global routing: mem_func_i[0] / exception_flag / 490 / 6
final: mem_func_i[0] / exc_pc[22] / 610 / 6
[tightest hold or removal path: stages]
cell and delay [ps]:
sky130_fd_sc_hd__buf_4 240, sky130_fd_sc_hd__and2_1 220, sky130_fd_sc_hd__clkdlybuf4s50_1 410
[power breakdown]
part                  total, W  switching, W      internal, W
Combinational         0.000632      0.000226         0.000407
Sequential                   0             0                0
Clock          0.0000000000805             0  0.0000000000804
[Yosys cell counts, types with 9 or more instances]
cell                         n
sky130_fd_sc_hd__buf_4      36
sky130_fd_sc_hd__o21ai_0    13
sky130_fd_sc_hd__nor2_1     43
sky130_fd_sc_hd__and2_1    206
sky130_fd_sc_hd__a22o_1     32
sky130_fd_sc_hd__clkbuf_1   34
sky130_fd_sc_hd__a31oi_1    13
sky130_fd_sc_hd__a22oi_1    12
sky130_fd_sc_hd__nor2_2      9
sky130_fd_sc_hd__and3_1     20
[per-stage QoR]
stage          std cells  utilization, %
6_report            2102           13.09
5_1_grt             2099           13.08
4_1_cts             2097           13.08
3_5_place_dp        2097           13.08
3_3_place_gp        2097           13.08
2_1_floorplan        507               -
[area by class of cell]
cell class                      count  area (µm²)
Multi-Input combinational cell    420        2818
Timing Repair Buffer              625        6208
Tap cell                         1050        1314
Antenna cell                        5       12.51
Fill cell                        9111       68770
Inverter                            2       7.507
[kinds of logic after synthesis]
logic type             Yosys count  share of synthesized area, %
AND-OR/OR-AND                   99                         24.16
XOR/XNOR                         2                        0.5262
buffers and inverters           87                         15.93
other                            1                        0.1126
AND/OR/NAND/NOR                317                         59.26
[metal layers]
metal | GRT usage [%] | wire length, µm
met3 | 2.861 | 4991
met2 | 14.23 | 19770
met4 | 0.7743 | 351
met5 | 0 | 0
met1 | 10.67 | 17410
