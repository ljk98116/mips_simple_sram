==> ./config.mk <==
export PLATFORM = sky130hd
export DESIGN_NAME = WB
export DESIGN_NICKNAME = WB
export VERILOG_FILES = /design/flow/design.v
export SDC_FILE = /design/flow/constraint.sdc
export NUM_CORES = 4
export LEC_CHECK = 1
export CORE_AREA = 10 10 114 114
export DIE_AREA = 0 0 124 124
==> ./constraint.sdc <==
current_design WB

set clk_period 6.6
set clk_io_pct 0.2

create_clock -name clk0 -period $clk_period

set non_clock_inputs [all_inputs -no_clocks]
set_input_delay [expr $clk_period * $clk_io_pct] -clock clk0 $non_clock_inputs
set_output_delay [expr $clk_period * $clk_io_pct] -clock clk0 [all_outputs]
==> ./design.v <==
`timescale 1ns/1ps
module WB(
    input rst,
    input [31:0] wb_pc_i,
    input wb_reg_wen_i,
    input [4:0] wb_reg_waddr_i,
    input [31:0] wb_reg_wdata_i,
    output load_related_done,
    input [3:0] mem_func,
    input mem_imm_flag,
    input [31:0] mem_addr,
    input [31:0] ram_rdata,
    input [31:0] cp0_wdata_i,
    output [31:0] wb_pc_o,
    output wb_reg_wen_o,
    output [4:0] wb_reg_waddr_o,
    output reg [31:0] wb_reg_wdata_o
);
    assign wb_pc_o = rst && wb_reg_wen_i ? wb_pc_i : 0;
    assign wb_reg_wen_o = rst && wb_reg_wen_i ? wb_reg_wen_i : 0;
    assign wb_reg_waddr_o = rst && wb_reg_wen_i ? wb_reg_waddr_i : 0;
    assign load_related_done = rst ? mem_func[3:2] == 2'b01 : 0;
    always_comb begin
        if(!rst) begin
            wb_reg_wdata_o <= 0;
        end
        else if(cp0_wdata_i != 0) begin
            wb_reg_wdata_o <= cp0_wdata_i;
        end
        else begin
            case ({mem_func,mem_addr[1:0]})
                6'b010100:begin
                    wb_reg_wdata_o <= mem_imm_flag ? {{24{ram_rdata[7]}},ram_rdata[7:0]} : ram_rdata[7:0];
                end
                6'b010101:begin
                    wb_reg_wdata_o <= mem_imm_flag ? {{24{ram_rdata[15]}},ram_rdata[15:8]} : ram_rdata[15:8];
                end
                6'b010110:begin
                    wb_reg_wdata_o <= mem_imm_flag ? {{24{ram_rdata[23]}},ram_rdata[23:16]} : ram_rdata[23:16];
                end
                6'b010111:begin
                    wb_reg_wdata_o <= mem_imm_flag ? {{24{ram_rdata[31]}},ram_rdata[31:24]} : ram_rdata[31:24];
                end
                6'b011000:begin
                    wb_reg_wdata_o <= mem_imm_flag ? {{16{ram_rdata[15]}},ram_rdata[15:0]} : ram_rdata[15:0];
                end
                6'b011010:begin
                    wb_reg_wdata_o <= mem_imm_flag ? {{24{ram_rdata[31]}},ram_rdata[31:16]} : ram_rdata[31:16];
                end
                6'b011100:begin
                    wb_reg_wdata_o <= ram_rdata;
                end
                default begin
                    wb_reg_wdata_o <= wb_reg_wen_i ? wb_reg_wdata_i : 0;
                end
            endcase
        end
    end
endmodule
==> ./run.sh <==
#!/bin/bash
# OpenROAD 26Q1-2900-gdf79404cd8, Yosys 0.63+post, stock flow scripts
make -C /OpenROAD-flow-scripts/flow DESIGN_CONFIG=/design/flow/config.mk WORK_HOME=/design/flow/orfs finish
==> results.env <==
NETLIST_INSTANCES=221
YOSYSWARNINGS=1
TIMING_WORST_SETUP_PATH_TYPE='in -> out'
POSTROUTEANTENNANETS=0
WORST-ENDPOINT-REQUIRED_NS=5.28
YOSYS-STAT-AREA_UM2=1450
POWER.SHARE.COMBINATIONAL_PCT=100.0
NETLIST_TOP_CELLS_AREA='sky130_fd_sc_hd__and3_1 16%, sky130_fd_sc_hd__a22oi_1 12%, sky130_fd_sc_hd__o21ai_0 11%, sky130_fd_sc_hd__a31oi_1 9.5%, sky130_fd_sc_hd__a222oi_1 5.5%'
SYNTH_TOP_AREA_SHARE_PCT=16.4
TIMING.CRITICAL_PATH.ARRIVAL_NS=4.09
STARTPOINT_CLASS='input pin'
SEQ_POWER_SHARE_PCT=0
PLACED_INSTANCE_AREA_UM2=3620
GLOBALROUTEOVERFLOWTOTAL=0
SWITCHING_SHARE_PCT=32.5
SETUP_FAILING_EPS_FINAL=0
DRCVIOLATIONCOUNT=0
POWER.LEAKAGE_nW=1.32
MAXIMUM_NUMBER_OF_PINS_ON_ONE_NET_BEFORE_GLOBAL_ROUTE_REPAIR=72
HOLD_PATH_DEPTH=3
SLEW_VIOL_FINAL=0
DRT-VIAS-PER-INSTANCE=4.96
FILLER_CELL_COUNT=1099
MAX_FREQ_MHz=185
COMB_AREA_UM2=1290
LAYOUT_OVERHEAD_ON_THE_SYNTHESIZED_AREA_PCT=150
MIN_PATH_TYPE='in -> out'
STATUS='complete, no violations'
POST-ROUTE-PERIOD-UTIL_PCT=82.0
YS_TOP_CELLS_BY_COUNT='38 x sky130_fd_sc_hd__and3_1, 33 x sky130_fd_sc_hd__o21ai_0, 23 x sky130_fd_sc_hd__a22oi_1'
POWER_DENSITY_nW_PER_UM2=53.2
FLOPS=0
WIRE_PER_INST_UM=22.0
N_ANTENNA_CELL=0
CTS_RESIZED=0
ANTENNA_VIOLATIONS_BEFORE_REPAIR=0
GRT_FIRST_PASS_WIRELENGTH_MM=17.0
SYNTH_AREA_UM2=1450
DETAILEDROUTE.FIRSTITERATIONVIOLATIONS=197
POSTLAYOUTCELLAREA_UM2=3620
SYNTH.MOST_COMMON_CELL='sky130_fd_sc_hd__and3_1'
POST-CTS-SETUP-BUFFER-COUNT=0
DIE_HEIGHT_UM=124
FIN_CRIT_NS=5.41
POWER_REPORT.INTERNAL_TOTAL_mW=0.130
HOLDBUFCOUNTCTS=0
SEQUENTIAL_CELL_AREA_UM2=0
ENDPOINT_WORST_HOLD='wb_pc_o[25]'
HOLD_PATH.STARTPOINT='wb_pc_i[25]'
SYNTH.YOSYS.SEQ_AREA_SHARE_PCT=0
DIE_X_UM=124
WORSTMARGINPINSLEW_NS=0.794
GRT_USE_TOTAL_PCT=14.1
SETUP.WORST_PATH.END_CLASS='output pin'
SYNTHDOMINANTAREACELLTYPE='sky130_fd_sc_hd__and3_1'
FIN_SETUP_TNS_NS=0
PLACEABLECOREAREA_UM2=10400
WARNINGS=62
POWER_FRAC_CLOCK_PCT=0
WORST-PATH-MAX-FANOUT=18
POST_ROUTE_CELLS_DRIVE_ABOVE_1_SHARE_PCT=3.66
YOSYS_CELLS=221
WORST_VDD_IR_mV=0.0250
DP_HPWL_MM=10.1
FLOORPLAN.INITIALDENSITY_PCT=13.9
VIAS=2706
CHIP_AREA_UM2=15400
DRT_WL_TOTAL_MM=12.0
FIRST_GLOBAL_VIAS=2806
GLOBALPLACE.CONGESTION=0.816
DRT_PASS1_ITERATIONS=6
HOLD_VIOLATIONS=0
PLACEMENTROWS=37
MAXSLEWHEADROOM_PCT=47.1
NUMBER_OF_CLOCK_BUFFER_INSTANCES_IN_THE_LAYOUT=0
PORT-BUFFER-COUNT=213
SYNTH_CELL_TYPE_COUNT=32
RSZ0062_AT_GRT='false'
MAX_CAP_VIOLATIONS=0
IO_PINS=243
POSTSYNTHAREAPERCELL_UM2=6.56
LAYOUT.CORE_UTILIZATION_PCT=34.8
SWITCHINGPOWER_mW=0.0627
## metrics by stage
| step | setup slack (ns) | std cells | hold slack (ns) | power, mW |
|---|---|---|---|---|
| 5_1_grt | 0.999 | 546 | 3.62 | 0.209 |
| 2_1_floorplan | 2.86 | 221 | 2.71 | 0.0484 |
| 3_5_place_dp | 1.15 | 546 | 3.60 | 0.194 |
| 6_report | 1.19 | 546 | 3.60 | 0.193 |
| 4_1_cts | 1.13 | 546 | 3.60 | 0.195 |
| 3_3_place_gp | 1.16 | 546 | 3.60 | 0.193 |
## cell type report
class              instances  share of cell area (%)
repair buffers           218                    59.7
multi-input cells        192                    35.6
well taps                136                    4.70
## worst max-delay path, stage by stage
cell and delay (ns):
sky130_fd_sc_hd__clkdlybuf4s50_1 0.53, sky130_fd_sc_hd__buf_4 0.27, sky130_fd_sc_hd__mux2_1 0.34, sky130_fd_sc_hd__o2111ai_1 0.16, sky130_fd_sc_hd__and2_1 0.67, sky130_fd_sc_hd__buf_4 0.28, sky130_fd_sc_hd__a21oi_1 0.08, sky130_fd_sc_hd__clkdlybuf4s50_1 0.43
## per-layer routing
metal	vias to the layer above	track usage [%]	wire length [um]
li1	1297	-	-
met4	0	0.647	55
met1	1237	18.0	4870
met2	168	24.2	5600
met5	-	0	0
met3	4	4.09	1470
## cell families (layout without fill, tap and decap cells)
group / Yosys count / in the layout / share of synthesized area (%)
simple gates: 74 / 74 / 31.2
mux: 10 / 10 / 7.08
buf+inv: 29 / 218 / 11.2
compound gates: 108 / 108 / 50.5
## power groups by stage
stage         clock network (mW)  logic, mW  registers [mW]
global route                   0      0.209               0
finish                         0      0.193               0
CTS                            0      0.195               0
## how the worst max path moves through the flow
stage,slack [ns],end,startpoint,cells past startpoint
after CTS,1.13,wb_reg_wdata_o[10],mem_addr[0],8
after global routing,1.0,wb_reg_wdata_o[9],mem_addr[0],8
final,1.19,wb_reg_wdata_o[10],mem_addr[0],8
## cells in the final DEF (no fill, tap or decap)
cell type                           n
sky130_fd_sc_hd__a21o_4             1
sky130_fd_sc_hd__a21oi_1            8
sky130_fd_sc_hd__a21oi_2            1
sky130_fd_sc_hd__a221oi_1           9
sky130_fd_sc_hd__a222oi_1           8
sky130_fd_sc_hd__a22oi_1           23
sky130_fd_sc_hd__a31oi_1           22
sky130_fd_sc_hd__a31oi_2            2
sky130_fd_sc_hd__and2_1             5
sky130_fd_sc_hd__and3_1            38
sky130_fd_sc_hd__and3b_1            1
sky130_fd_sc_hd__and4bb_2           1
sky130_fd_sc_hd__buf_2              1
sky130_fd_sc_hd__buf_4              5
sky130_fd_sc_hd__clkdlybuf4s50_1  212
sky130_fd_sc_hd__mux2_1             1
sky130_fd_sc_hd__mux2_2             1
sky130_fd_sc_hd__mux2i_1            8
sky130_fd_sc_hd__nand2_1            3
sky130_fd_sc_hd__nand3_1            1
sky130_fd_sc_hd__nand3b_1           1
sky130_fd_sc_hd__nand4_1            2
sky130_fd_sc_hd__nor2_1             9
sky130_fd_sc_hd__nor2_2             1
sky130_fd_sc_hd__nor2b_1            1
sky130_fd_sc_hd__nor3_1             1
sky130_fd_sc_hd__nor3_2             1
sky130_fd_sc_hd__nor3_4             1
sky130_fd_sc_hd__nor4_1             8
sky130_fd_sc_hd__o2111ai_1          1
sky130_fd_sc_hd__o21ai_0           33
Power is estimated from default activity; no workload was simulated.
